[./run.sh]
#!/bin/bash
# OpenROAD 26Q1-2900-gdf79404cd8, Yosys 0.63+post, stock flow scripts
make -C /OpenROAD-flow-scripts/flow DESIGN_CONFIG=/design/flow/config.mk WORK_HOME=/design/flow/orfs finish
[./config.mk]
export PLATFORM = sky130hd
export DESIGN_NAME = control
export DESIGN_NICKNAME = control
export VERILOG_FILES = /design/flow/design.v
export SDC_FILE = /design/flow/constraint.sdc
export NUM_CORES = 4
export LEC_CHECK = 1
export CORE_AREA = 10 10 70 70
export DIE_AREA = 0 0 80 80
[./constraint.sdc]
current_design control

set clk_period 1.0
set clk_io_pct 0.2

create_clock -name clk0 -period $clk_period [get_ports {clk}]

set non_clock_inputs [all_inputs -no_clocks]
set_input_delay [expr $clk_period * $clk_io_pct] -clock clk0 $non_clock_inputs
set_output_delay [expr $clk_period * $clk_io_pct] -clock clk0 [all_outputs]
[./design.v]
module branchPredictor2Bit(input  logic branchTaken,
                           input  logic [1:0] currentState,
                           output logic [1:0] nextstate,
                           output logic prediction);
  parameter stronglyNotTaken = 2'b00;
  parameter weaklyNotTaken   = 2'b01;
  parameter weaklyTaken      = 2'b10;
  parameter stronglyTaken    = 2'b11;
  always_comb
    case(currentState)
      stronglyNotTaken: nextstate = branchTaken ? weaklyNotTaken : stronglyNotTaken;
      weaklyNotTaken:   nextstate = branchTaken ? weaklyTaken    : stronglyNotTaken;
      weaklyTaken:      nextstate = branchTaken ? stronglyTaken  : weaklyNotTaken;
      stronglyTaken:    nextstate = branchTaken ? stronglyTaken  : weaklyTaken;
      default:          nextstate = weaklyTaken;
    endcase
  assign prediction = currentState[1];  
endmodule
module control #(parameter R = 4, M = 2, N = 2) 
                (input  logic           clk, reset,
                 input  logic [31:0]    PC,
                 input  logic           result,
                 inout  logic [N-1:0]   state,
                 output logic [R+M-1:0] address,
                 output logic           OE, WE, CS, branch);
  logic [M-1:0]   lastMBranches;
  logic [N-1:0]   currentState, nextstate;
  logic           shiftEnable;
  shiftRegister       globalBranchHistory (clk, reset, shiftEnable, result, lastMBranches);
  branchPredictor2Bit branchPredictor2Bit (result, currentState, nextstate, branch);
  always_ff @(posedge clk)  begin
    currentState <= state;
  end
  assign address = {PC[R-1:0], lastMBranches};
  assign state = (CS | ~WE | OE ) ? nextstate : 'bZ;
  assign CS = 1'b0;
  assign WE = clk;
  assign OE = ~clk;
  assign shiftEnable = 1'b1;
endmodule
module shiftRegister  (input  logic       clk, reset, shiftEnable,
                       input  logic       shiftIn,
                       output logic [1:0] shiftRegisters);
  always_ff @(posedge clk)
    if(reset)             shiftRegisters <= 0; 
    else if(shiftEnable)  shiftRegisters <= {shiftIn, shiftRegisters[1]};
endmodule
==> notes.org <==
#+TITLE: Synthesis and PnR summary

** Run status
- The flow ran to the end, but the final reports show violations.
- Violations in the final reports :: setup timing

** Routing
- Diodes inserted :: 0
- Remaining antenna violation count :: 0
- Iteration count of the initial detailed-routing pass :: 2
- Starting DRC count in detailed routing :: 5
- The script logs the ratio of routed vias to standard cells as 1.85.
- The routed layout has 131 vias.
- Routed length per instance :: 7.56 um
- Post-detailed-routing wire length :: 537 um
- After detailed routing, the number of remaining DRC violations is 0.

** Logic synthesis
- In this run, the synthesized area fraction spent on adder and majority cells is recorded as 13.1%.
- Of the total synthesized cell area, the portion taken by AND-OR and OR-AND cells is 0%.
- Per Yosys stat, the portion of area used by sequential elements is 46.7%.
- According to the Yosys statistics, the synthesized design has a chip area of 171 um^2.
- Number of cells in the yosys synthesis report :: 17
- Synthesis handed over a netlist of 17 instances.
- The portion of synthesized area spent on multiplexers is 0%.
- Synth Warn # :: 4
- Synthesis inferred 4 register bits.
- Top logic cell family in the synthesized netlist :: buffers and inverters
- For reference, the post-synthesis area per instance comes to 10.1 um^2.
- Largest area contributor in the netlist :: dfxtp_1
- Yosys mapped the design onto 6 distinct sky130hd cell types.
- Area share of the largest cell type after synthesis :: 46.7%
- Fraction of synthesized cell area in xor and xnor cells :: 0%
- The main area contributors are dfxtp_1 47%, buf_4 26%, maj3_2 13%, nor2b_1 7.3%, inv_1 4.4%.
- Post-synthesis cell area :: 171 um^2
- The cell-mix breakdown from Yosys lists the simple-gate area share as 7.30%.

** Floorplanning
- 47 I/O pins were placed.
- Chip area :: 6400 um^2
- Initial core utilization :: 5.02%
- The die is 80 um wide.
- Core footprint :: 3420 um^2
- The floorplan has 21 rows.
- Die Span Y :: 80 um

** Run
- Across all stage logs, warnings added up to 57.
- In this run the maximum-capacitance check reported violations numbering 0.

** Critical path
- Element type at the critical path end :: output pin
- Endpoint arrival time on the critical path :: 0.91 ns
- Along the worst path, the maximum fanout reaches 2.
- Setup slack on the worst reg-to-reg path comes out at 0.14 ns.
- Kind of critical path :: register to output pin
- For the worst reg-to-reg path, the startpoint reported by OpenROAD is currentState[1].
- The worst setup path is launched from a register.
- Number of cells traversed by the worst register-to-register path :: 2
- STA lists the endpoint of the worst register-to-register path as currentState[0].
- For the worst setup path, the data required time is 0.80 ns.

** Power
- In this run, flip-flops and latches consume 25.4% of the power.
- Worst IR drop on VDD :: 933 uV
- The share of total power dissipated in the clock network is 71.7%.
- Pwr per Cell Area :: 2150 nW/um^2
- Switching power total :: 0.128 mW
- Net switching is 19.7% of the power.
- Combinational cells account for 2.9% of the total power.
- The power report lists cell-internal power as 0.522 mW.
- Standby leakage power :: 0.129 nW
- The final power report lists total power as 0.650 mW.

** Worst hold path
- Counting instances, the worst hold path has a depth of 0.
- Beginning of the worst hold path :: state[1]
- Hold path endpoint :: currentState[1]
- According to the hold report, the worst path is of the input port to register type.

** Final timing
- Total setup violations reported at the end of the flow :: 3
- Post-layout period usage :: 111%
- After layout, the worst setup slack is -0.106 ns.
- Timing would allow up to 0.904 GHz.
- Number of hold violations in the final report :: 0
- Unrepaired setup endpoints after global routing :: true
- Counting I/O delays and the setup requirement, the final critical path takes 1.11 ns.
- Across the routed clock network, the largest skew measured is 0.0347 ns.
- Max Transition Viols Final :: 0

** Global route
- Leftover overflow at the end of global routing :: 0
- The number of antenna violations at the first check in global routing is 0.
- The first global-routing pass estimated 862 um of wire.
- Tot GR Track Use :: 1.78%
- Pin count of the biggest net entering global routing :: 4
- The number of global-route vias before repair is 186.

** Cells and area
- Fill cells in the final layout number 406.
- Share of layout cells above drive strength 1 :: 60.0%
- Compared with the post-synthesis result, the final layout area differs by 76.6%.
- Fraction of the core area covered by cells at the end of the flow :: 8.86%

** CTS
- On the reported timing paths, the clock transition at the registers reads 0.04 ns.
- Insertion delay of the later-clocked pin in the worst-skew pair :: 0.19 ns
- TritonCTS built the clock tree.

** Place
- Buffers added on ports :: 7
- At the end of routability-driven placement, the weighted congestion stood at 0.614.
[cell type report]
cell class / count / area [um^2] / share of cell area (%)
clock buffer: 7 / 55.1 / 18.2
clock inverter: 1 / 3.75 / 1.24
inverter: 1 / 3.75 / 1.24
multi-input combinational: 5 / 38.8 / 12.8
sequential: 4 / 81.3 / 26.9
tap: 46 / 57.6 / 19.0
timing repair buffer: 7 / 62.6 / 20.7
[metrics by stage]
step | setup slack [ns] | hold WS, ns | TNS, ns | instance area (um^2) | std cells
floorplan | 0.187 | 0.209 | 0 | 171 | 17
global placement | -0.170 | 0.238 | -0.793 | 262 | 65
detailed placement | -0.191 | 0.238 | -0.884 | 262 | 65
CTS | -0.268 | -0.119 | -0.833 | 297 | 72
global route | -0.144 | 0.0280 | -0.310 | 303 | 71
finish | -0.106 | 0.0392 | -0.222 | 303 | 71
[worst max-delay path by stage]
| stage | end | depth (start not counted) | startpoint |
|---|---|---|---|
| CTS | state[1] | 2 | currentState[1] |
| global route | state[1] | 2 | currentState[1] |
| finish | state[1] | 2 | currentState[1] |
[critical path, stage by stage, from the launching register on]
cell and delay [ns]:
dfxtp_2 0.31, buf_6 0.11, maj3_2 0.29
[cell usage after synthesis, drive strengths merged]
cell type / number
inv: 2
nor2b: 2
conb: 1
buf: 6
maj3: 2
dfxtp: 4
[power groups by stage]
| stage | sequential (mW) | combinational [mW] | clock, mW |
|---|---|---|---|
| CTS | 0.165 | 0.0206 | 0.434 |
| global route | 0.165 | 0.0217 | 0.518 |
| finish | 0.165 | 0.0190 | 0.466 |
[sequential cells by signal (all words and copies together), names as in the netlist]
| register | flops |
|---|---|
| currentState | 2 |
| globalBranchHistory.shiftRegisters | 2 |
[per-layer routing]
metal | vias to the layer above | wire (um) | GRT usage, % | share of wire (%)
li1 | 62 | - | - | -
met1 | 54 | 237 | 1.80 | 44
met2 | 15 | 158 | 1.69 | 29
met3 | 0 | 141 | 2.61 | 26
met4 | 0 | 0 | 1.06 | 0
met5 | - | 0 | 0 | 0
[logic make-up after synthesis]
group	count (synthesis)
buffers and inverters	8
flip-flops	4
adder cells (fa/ha/maj)	2
AND/OR/NAND/NOR	2
other	1
[repair_timing]
item / in CTS / in global routing
resized: 21 / 7
hold endpoints to repair: 2 / 0
pin swaps: 2 / 0
cloned: 0 / 0
setup endpoints to repair: 7 / 5
setup buffers: 1 / 0
[layout by cell type (no fill, tap or decap)]
master and instances:
inv_1 1, buf_2 4, conb_1 1, buf_8 1, buf_4 1, buf_6 3
clkbuf_1 1, dlymetal6s2s_1 1, clkdlybuf4s50_1 1, dfxtp_1 3, inv_2 1, clkbuf_4 2
dfxtp_2 1, nor2b_1 2, maj3_2 2
Power is estimated from default activity; no workload was simulated.
